### ./design.v
module uart_tx_8n1 (
    clk,         
    txbyte,      
    senddata,    
    txdone,      
    tx,          
    );
    input clk;
    input[7:0] txbyte;
    input senddata;
    output txdone;
    output tx;
    parameter STATE_IDLE=8'd0;
    parameter STATE_STARTTX=8'd1;
    parameter STATE_TXING=8'd2;
    parameter STATE_TXDONE=8'd3;
    reg[7:0] state=8'b0;
    reg[7:0] buf_tx=8'b0;
    reg[7:0] bits_sent=8'b0;
    reg txbit=1'b1;
    reg txdone=1'b0;
    assign tx=txbit;
    always @ (posedge clk) begin
        if (senddata == 1 && state == STATE_IDLE) begin
            state <= STATE_STARTTX;
            buf_tx <= txbyte;
            txdone <= 1'b0;
        end else if (state == STATE_IDLE) begin
            txbit <= 1'b1;
            txdone <= 1'b0;
        end
        if (state == STATE_STARTTX) begin
            txbit <= 1'b0;
            state <= STATE_TXING;
        end
        if (state == STATE_TXING && bits_sent < 8'd8) begin
            txbit <= buf_tx[0];
            buf_tx <= buf_tx>>1;
            bits_sent = bits_sent + 1;
        end else if (state == STATE_TXING) begin
            txbit <= 1'b1;
            bits_sent <= 8'b0;
            state <= STATE_TXDONE;
        end
        if (state == STATE_TXDONE) begin
            txdone <= 1'b1;
            state <= STATE_IDLE;
        end
    end
endmodule
### ./constraint.sdc
current_design uart_tx_8n1

set clk_period 3.4
set clk_io_pct 0.2

create_clock -name clk0 -period $clk_period [get_ports {clk}]

set non_clock_inputs [all_inputs -no_clocks]
set_input_delay [expr $clk_period * $clk_io_pct] -clock clk0 $non_clock_inputs
set_output_delay [expr $clk_period * $clk_io_pct] -clock clk0 [all_outputs]
### ./run.sh
#!/bin/bash
# OpenROAD 26Q1-2900-gdf79404cd8, Yosys 0.63+post, stock flow scripts
make -C /OpenROAD-flow-scripts/flow DESIGN_CONFIG=/design/flow/config.mk WORK_HOME=/design/flow/orfs finish
### ./config.mk
export PLATFORM = sky130hd
export DESIGN_NAME = uart_tx_8n1
export DESIGN_NICKNAME = uart_tx_8n1
export VERILOG_FILES = /design/flow/design.v
export SDC_FILE = /design/flow/constraint.sdc
export NUM_CORES = 4
export LEC_CHECK = 1
export CORE_AREA = 10 10 96 96
export DIE_AREA = 0 0 106 106
==> run_results.csv <==
group,metric,value,unit
status,outcome,"finished, final reports clean",
drt,finalWirelength,1610,um
synth,top_cells_by_count,"16 x edfxtp_1, 10 x dfxtp_1, 9 x clkbuf_1",
drt,vias_per_cell,3.08,
synth,synth.top_cell.area_share,46.5,%
clocking,cts-htree-levels,1,
synth,synth.most_common_cell,"edfxtp_1",
final_timing,final-hold-violation-count,0,
synth,synth-edff-count,16,
min_path,min_from,"state[4]",
min_path,hold_depth,0,
grt,grt_busiest_layer,"met1",
worst_setup_path,path_buffers,1,
worst_setup_path,cp_slowest_cell,"clkdlybuf4s50_1",
pwr,ir_drop,0.160,mV
placement,gp_congestion,0.783,
floorplan,row_count,31,
placement,place_ws,0.984,ns
worst_setup_path,arrival,2.03,ns
clocking,cts-resized-gates,0,
final_timing,layout_setup_ws,1.27,ns
worst_setup_path,reg2reg_from,"state[4]",
floorplan,fp_util,14.3,%
worst_setup_path,crit_path_start_kind,"input pin",
pwr,power,0.000583,W
final_timing,period_minus_slack,2.13,ns
grt,antenna_found_initial,0,
clocking,postCtsSetupBuffers,0,
synth,syn_area,1030,um2
floorplan,die_x,106,um
worst_setup_path,cp.depth,4,
grt,grt_pass1_vias,586,
finish,area_growth,26.9,%
flow_run,max_cap_viol_count,0,
worst_setup_path,critPathLaunch,"senddata",
final_timing,setup_violations,0,
floorplan,die_h,106,um
min_path,hold_class,"flip-flop to flip-flop",
synth,numSynthFlops,26,
clocking,clockBufferDepth,2,
synth,ys_seq_share,65.9,%
drt,drc,0,
finish,utilization,18.2,%
clocking,path_clk_slew,0.08,ns
clocking,insertion_delay,0.26,ns
grt,gr-usage-all-layers,3.16,%
worst_setup_path,worst-r2r-cell-count,4,
synth,synth_cells,82,
worst_setup_path,critPathRequiredTime,3.31,ns
drt,antennaDiodeCount,0,
worst_setup_path,path_cells,"clkdlybuf4s50_1 > nor3b_1 > a31oi_1 > nor2_1",
final_timing,clock.fmax,0.471,GHz
grt,grt_max_degree,16,
grt,grt_pass1_wl,2930,um
pwr,power_density,445,nW/um2
finish,fill_cells,800,
final_timing,skew,0.00193,ns
grt,grtUsageMet1,4.36,%
floorplan,die_area,11200,um2
synth,yosysWarnings,1,
worst_setup_path,critical_path_peak_fanout,7,
synth,largest_area_cell,"edfxtp_1",
synth,yosysCellCount,82,
synth,async_flop_share,0,%
synth,ff_type,"edfxtp_1",
worst_setup_path,end_kind,"flip-flop",
placement,postPlaceCellArea,1240,um2
placement,hpwl,1200,um
flow_run,warnings,25,
drt,drtPass1Iterations,4,
final_timing,tns,0,ns
final_timing,period_used_share,62.5,%
final_timing,worst_slew_pin_slew,0.600,ns
grt,globalRouteOverflowTotal,0,
final_timing,maxSlewHeadroom,59.9,%
grt,use_met2,4.33,%
worst_setup_path,max_stage_delay,0.47,ns
drt,vias,585,
drt,ant_nets,0,
clocking,tritoncts,"yes",
clocking,cts_hold_buf,0,
floorplan,coreArea,7210,um2
floorplan,ios,12,
clocking,cts_buffers,3,
placement,port-buffer-count,11,
synth,yosys.cell_types.count,22,
drt,drt_iter0_drc,31,
clocking,root_buffer,"clkbuf_8",
grt,use_met3,1.59,%
final_timing,slew_violations,0,
synth,synthTopCellsByArea,"edfxtp_1 47%, dfxtp_1 19%, mux2_2 7.6%, clkbuf_1 3.3%, nand2_1 2.5%",
worst_setup_path,path_class,"input pin to flip-flop",
synth,syn_area_per_cell,12.6,um2
drt,routedWlPerCell,8.46,um
worst_setup_path,crit_family,"simple AND/OR/NAND/NOR gates",
finish,stdcell_area,1310,um2
finish,final_layout_size_suffix_gt1_share,13.2,%
clocking,clock_sinks,26,
pwr,cellLeakagePower,0.401,nW
final_timing,rsz0062_at_grt,"no",
synth,yosys_area,1030,um2
state kept, by name (all words and copies together), names as in the netlist:
signal,cells
txbit,1
bits_sent,8
state,8
buf_tx,8
txdone,1
final timing paths:
kind                                  end  slack (ns)
worst max register to register  buf_tx[5]        1.35
worst max-delay path            buf_tx[2]        1.27
worst min register to register   state[4]        0.36
worst min-delay path             state[4]        0.36
layout by cell type (no fill, tap or decap), drive strengths merged:
cell	netlist	final
a311o	1	1
a31oi	1	1
and2	2	2
clkbuf	9	4
clkdlybuf4s50	0	11
conb	1	4
dfxtp	10	10
edfxtp	16	16
ha	1	1
mux2	7	7
nand2	7	7
nand2b	1	1
nand3	2	2
nor2	5	5
nor2b	2	2
nor3	3	3
nor3b	2	2
nor4	4	4
o211ai	1	1
o21ai	4	4
xnor2	2	2
xor2	1	1
metrics by stage:
stage	cells	hold slack, ns
2_1_floorplan	85	0.406
5_1_grt	190	0.363
4_1_cts	190	0.358
6_report	190	0.355
3_5_place_dp	186	0.341
3_3_place_gp	186	0.340
metal layers:
metal / up-vias / wire, um
met5: - / 0
met4: 0 / 43
met3: 4 / 102
met2: 12 / 639
met1: 265 / 822
li1: 304 / -
area by class of cell:
class	count	area [um2]	share of cell area [%]
Multi-Input combinational cell	50	329	25.1
Clock buffer	4	66.3	5.06
Tap cell	99	124	9.46
Timing Repair Buffer	11	110	8.40
Sequential cell	26	681	52.0
power by group:
part	internal, W	switching, W
clock network	0.000128	0.0000915
registers	0.000339	0.00000258
logic	0.0000146	0.00000736
cell families (layout without fill, tap and decap cells):
group                    Yosys count  after routing  share of synthesized area, %
flip-flops                        26             26                          65.9
AND-OR/OR-AND                      7              7                          4.24
other                              1              4                         0.363
AND/OR/NAND/NOR                   28             28                          14.8
buffers and inverters              9             15                          3.27
multiplexers                       7              7                          7.64
adder cells (fa/ha/maj)            1              1                          1.21
XOR/XNOR                           3              3                          2.55
Power figures rest on the tool's default switching activity, not on a simulated workload.
