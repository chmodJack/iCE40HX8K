===== /design/flow/design.v =====
module top (hwclk, led1, led2, led3, led4, led5, led6, led7, led8 );
    input hwclk;
    output led1;
    output led2;
    output led3;
    output led4;
    output led5;
    output led6;
    output led7;
    output led8;
    reg [31:0] counter = 32'b0;
    assign led1 = counter[18];
    assign led2 = counter[19];
    assign led3 = counter[20];
    assign led4 = counter[21];
    assign led5 = counter[22];
    assign led6 = counter[23];
    assign led7 = counter[24];
    assign led8 = counter[25];
    always @ (posedge hwclk) 
	begin
        counter <= counter + 1;
    end
endmodule

===== /design/flow/run.sh =====
#!/bin/bash
# OpenROAD 26Q1-2900-gdf79404cd8, Yosys 0.63+post, stock flow scripts
make -C /OpenROAD-flow-scripts/flow DESIGN_CONFIG=/design/flow/config.mk WORK_HOME=/design/flow/orfs finish

===== /design/flow/config.mk =====
export PLATFORM = sky130hd
export DESIGN_NAME = top
export DESIGN_NICKNAME = top
export VERILOG_FILES = /design/flow/design.v
export SDC_FILE = /design/flow/constraint.sdc
export NUM_CORES = 4
export LEC_CHECK = 1
export CORE_AREA = 10 10 83 83
export DIE_AREA = 0 0 93 93

===== /design/flow/constraint.sdc =====
current_design top

set clk_period 6.1
set clk_io_pct 0.2

create_clock -name clk0 -period $clk_period [get_ports {hwclk}]

set non_clock_inputs [all_inputs -no_clocks]
set_input_delay [expr $clk_period * $clk_io_pct] -clock clk0 $non_clock_inputs
set_output_delay [expr $clk_period * $clk_io_pct] -clock clk0 [all_outputs]

==> Slide: Implementation Results <==
Synthesis and Place & Route Summary

Critical path
  – Bufs and invs on worst path: 1
  – CP max stage cell: clkdlybuf4s50_1
  – Largest stage delay on the critical path: ~0.50 ns
  – Data arrival, critical path: between 1 and 1.5 ns
  – Data required time of the worst path: just under 5 ns
  – Kind of cell adding the most delay to the critical path: buffers and inverters
  – Worst r2r src: counter[0]
  – CP endpoint kind: output port
  – CP Class: flip-flop to output port
  – Critical Path Start: counter[18]
  – Crit path max fanout: 5
  – Launching element type of the critical path: flip-flop
  – Worst-path cell chain: clkdlybuf4s50_1

Yosys
  – Post-Synthesis Cell Area: 1040 sq um
  – Register bit total from synthesis: 26
  – Count of synthesis-stage warnings from yosys: 1
  – Cell variety after synth: 19
  – Largest type area fraction: 0.500
  – Register area share after synthesis: 0.500
  – Area of the synthesized netlist per yosys stat: between 1000 and 1500 sq um
  – Syn Area/Cell: between 10 and 15 sq um
  – Cell type with the highest aggregate area in the netlist: dfxtp_1
  – Cell types with the largest area share after synthesis: dfxtp_1 50%, xor2_1 11%, xnor2_1 9.3%, nand3_1 3.8%, nor4_2 3.6%
  – Cell count after synthesis: 101
  – Total cells reported by yosys after synthesis: ~100

GRT
  – Number of antenna violations at the first check in global routing: 0
  – GR Overflow Total: 0
  – Busiest grt layer: met2
  – GR Layer Usage met2: 0.0590
  – Met3 layer usage reported by global route: 0.0137
  – Via count of the first global-routing pass: between 600 and 700
  – Met1 routing resource usage after global routing: 0.0557
  – Pin count of the biggest net entering global routing: 16
  – Wire length of the first global-routing pass: roughly 2900 microns
  – Total GRT Usage: 0.0391

Cells and area
  – Layout filler cell count: about 570
  – Max reg flops: 26
  – Share of final-layout standard cells stronger than drive strength 1: 0.0811
  – Storage element area: about 520 sq um
  – Layout Cells excl Fill: 181
  – Register with the most flip-flops: counter
  – Syn-to-layout area delta: 21.8%
  – Most frequent logic cell in the layout: dfxtp_1
  – Top flop regs: counter (26)
  – Leading cell types in the layout, fill and taps excluded: 26 x dfxtp_1, 13 x xor2_1, 11 x xnor2_1
  – Combined area of the multi-input logic cells: around 500 sq um

Die
  – Chip area: slightly below 9000 sq um
  – Core Area: roughly 5100 sq um
  – DIE WIDTH: between 90 and 100 microns
  – # IOs: 9
  – Overall die height: slightly above 90 microns
  – Placement row count: 26
  – FP Core Util: 0.203

Placement
  – Final HPWL DP: between 1000 and 1500 microns
  – Final weighted congestion in routability-driven placement: between 0.7 and 0.8
  – Count of placed standard cells including taps: roughly 180
  – Buffers on Ports: 8

Status
  – Run status: complete, no violations

Final timing
  – Clock period minus worst slack: between 2 and 2.5 ns
  – Max Slew Vio Count: 0
  – RSZ-0062 raised after global routing: false
  – Final number of setup-violating endpoints: 0
  – Slew @ Worst Pin: about 0.43 ns
  – Max Clk Rate: around 0.42 GHz
  – Fraction of the cycle the final worst path needs: 0.393
  – Setup tns final: 0 ns
  – Hold Vio Cnt, Final: 0
  – Clock skew after layout: around 0.0095 ns
  – Worst slew margin: 0.711

Run
  – Tally of OpenROAD warnings: 25
  – Maximum Capacitance Violations: 0

Drt
  – Final WL: around 1600 microns
  – Total inserted antenna cells: 0
  – Post-detailed-route count of antenna-violating nets: 0
  – DR pass1 iterations: 2
  – Detail-routed via count per cell: 3.64
  – Iteration-0 DRC Markers: 22
  – Total vias in the final route: 658
  – Routed len/inst: ~8.7 microns
  – Post-route DRC: 0

Clock tree
  – Clock slew at the register clock pins of the worst setup and hold paths: about 0.090 ns
  – Clk Latency, worst-skew pair: 0.27 ns
  – Buffer cell driving the clock tree root: clkbuf_8
  – Count of hold-fix buffers inserted at cts: 0
  – TritonCTS clock tree: done
  – Cell resize tally after clock tree synthesis: 0
  – Clock buffer count from CTS: 3
  – Max Root-Sink Buffers: 2
  – Post-CTS Setup Bufs: 0
  – # clock sinks: 26
  – Max H-tree Level: 1

Pwr
  – Areal power density over the cells: approximately 240 nW/um^2
  – Reported leakage power: about 0.49 nW
  – Power Total: ~0.3 mW
  – Worst IR Drop VDD: between 100 and 150 uV

Hold path
  – Worst Min Path Start: counter[0]
  – Path type of the worst min-delay path: flip-flop to flip-flop
## per-layer routing
layer  routed length (microns)  share of wire
met1                       848           0.54
met2                       636           0.41
met3                        73          0.047
met4                         8         0.0051
met5                         0              0
## synth_stat cells
cell     number
and2_1        1
and3_1        2
and4_1        1
buf_2         1
buf_4         1
dfxtp_1      26
ha_1          1
inv_1         5
nand2_1       7
nand3_1       8
nand4_1       4
nand4_4       1
nor2_1        8
nor3_1        5
nor4_2        3
nor4_4        1
or2_1         2
xnor2_1      11
xor2_1       13
## power by group
group	switching, mW	internal, mW
sequential	0	0.170
combinational	0	0
clock	0.0507	0.0877
## metrics by stage
step                      hold slack (ns)  instance area (sq um)  worst slack, ns  utilization
final                               0.424                   1270             3.70        0.247
after global routing                0.436                   1270             3.63        0.247
after CTS                           0.424                   1270             3.68        0.247
after detailed placement            0.402                   1200             3.99        0.233
after global placement              0.398                   1200             4.00        0.233
after floorplan                     0.383                   1040             4.54            -
## cell families after synthesis
group | after synthesis | synth area share
xor+xnor | 24 | 0.202
buf+inv | 7 | 0.0300
simple gates | 43 | 0.256
fa+ha+maj | 1 | 0.0120
flops | 26 | 0.500
## layout make-up
| type | instances | area share |
|---|---|---|
| clock buffers | 3 | 0.0326 |
| multi-input cells | 68 | 0.386 |
| flip-flops and latches | 26 | 0.411 |
| well taps | 70 | 0.0691 |
| clock inverters | 1 | 0.0237 |
| repair buffers | 8 | 0.0632 |
| inverters | 5 | 0.0148 |
## final timing paths
check	to	slack [ns]	cells past startpoint
hold / removal	counter[0]	0.42	1
hold reg to reg	counter[0]	0.42	1
setup / recovery	led1	3.70	1
setup reg to reg	counter[18]	4.51	5
Power and IR drop assume default switching activity.
